==> design/flow/design.v <==
`timescale 1ns / 1ps
module led_top(
    input sys_clk,
    input sys_rst_n,
    output led_1,
	 output led_2
    );
parameter DLY_CNT = 32'd50000000;
parameter HALF_DLY_CNT = 32'd25000000;
reg r_led;
reg l_led;
reg [31:0]count;
always@(posedge sys_clk or negedge sys_rst_n)
begin
	if(!sys_rst_n)
		begin
			count <= 32'd0;
		end
	else if(count == DLY_CNT)
		begin
			count <= 32'd0;
		end
	else
		begin
			count <= count+32'd1;
		end
end
always@(posedge sys_clk or negedge sys_rst_n)
begin
	if(!sys_rst_n)
		begin
			r_led <= 1'b0;
			l_led <= 1'b0;
		end
	else if(count < HALF_DLY_CNT)
		begin
			r_led <= 1'b1;
			l_led <= 1'b0;
		end
	else
		begin
			r_led <= 1'b0;
			l_led <= 1'b1;
		end
end
assign led_1 = r_led;
assign led_2 = l_led;
endmodule
==> design/flow/run.sh <==
#!/bin/bash
# OpenROAD 26Q1-2900-gdf79404cd8, Yosys 0.63+post, stock flow scripts
make -C /OpenROAD-flow-scripts/flow DESIGN_CONFIG=/design/flow/config.mk WORK_HOME=/design/flow/orfs finish
==> design/flow/config.mk <==
export PLATFORM = sky130hd
export DESIGN_NAME = led_top
export DESIGN_NICKNAME = led_top
export VERILOG_FILES = /design/flow/design.v
export SDC_FILE = /design/flow/constraint.sdc
export NUM_CORES = 4
export LEC_CHECK = 1
export CORE_UTILIZATION = 40
==> design/flow/constraint.sdc <==
current_design led_top

set clk_period 4.3
set clk_io_pct 0.2

create_clock -name clk0 -period $clk_period [get_ports {sys_clk}]

set non_clock_inputs [all_inputs -no_clocks]
set_input_delay [expr $clk_period * $clk_io_pct] -clock clk0 $non_clock_inputs
set_output_delay [expr $clk_period * $clk_io_pct] -clock clk0 [all_outputs]
==> impl_metrics.json <==
{
  "rr_startpoint": "count[2]",
  "synthDominantCellAreaShare_pct": 46.45,
  "dieArea_um2": 4854,
  "fp-utilization_pct": 41.78,
  "port_buffers": 3,
  "area_growth_pct": 8.265,
  "fmax_ghz": 0.4708,
  "yosys_area_um2": 1832,
  "aoi_share_pct": 10.38,
  "dr.pass1.iters": 4,
  "antenna_found_initial": 0,
  "num_vias": 1389,
  "top_cells_by_area": "dfrtp_1 (46%), xnor2_1 (7.2%), nand4_1 (4.8%)",
  "cts_resized": 0,
  "num_io_pins": 4,
  "cp_max_fo": 11,
  "die.size.y_um": 69.67,
  "r2r_cells": 4,
  "htreeDepth": 2,
  "warnings": 26,
  "hold_depth": 1,
  "postCtsSetupBuffers": 0,
  "status": "completed",
  "grt_max_degree": 35,
  "die_w_um": 69.67,
  "synth_cell_type_count": 42,
  "synth_warnings": 1,
  "drive_gt1_share_pct": 15.30,
  "crit_chain": "and4_1, nand4_1, or4_4, a21oi_2",
  "postRouteAntennaNets": 0,
  "hold_path_end": "count[31]",
  "required_ps": 4510,
  "ctsHoldBuffers": 0,
  "setup_ws_ps": 2176,
  "wl_per_cell_um": 15.29,
  "final_cell_count_no_fill": 235,
  "critPathTopFamily": "simple AND/OR/NAND/NOR gates",
  "path_class": "reg -> reg",
  "hpwl_um": 2531,
  "cts_made_buffers": 5,
  "cts_tree": "done",
  "synth-seq-cells": 34,
  "ys_sh_mux_pct": 0,
  "drt_wl_total_um": 3594,
  "critPathBufInv": 0,
  "synthCells": 177,
  "flop_cell": "dfrtp_1",
  "min_period_ps": 2124,
  "finalHoldViolCount": 0,
  "edf_count": 0,
  "vdd_drop_max_mv": 0.2287,
  "finalPower_mw": 0.5658,
  "grt_pass1_wl_um": 6762,
  "grt_pass1_vias": 1424,
  "max_slew.worst_pin.slew_ps": 622.1,
  "xor_share_pct": 9.085,
  "crit_slowest_cell": "or4_4",
  "synth_stat.cells": 177,
  "netlist_area_um2": 1832,
  "cp-end-kind": "flop",
  "fillerInstances": 411,
  "start_kind": "flop",
  "grt_use_total_pct": 17.51,
  "cpPeakStageDelay_ps": 670,
  "relSlewSlack_pct": 58.21,
  "holdCritPathClass": "reg -> reg",
  "top_area_cell": "dfrtp_1",
  "ys_sh_adder_pct": 1.366,
  "ff2ff_setup_slack_ps": 2180,
  "rows": 24,
  "synth_seq_share_pct": 46.45,
  "syn_avg_cell_area_um2": 10.35,
  "seq_area_um2": 850.8,
  "gp_congestion": 0.8665,
  "cp_data_arrival_time_ps": 2340,
  "p_leak_nw": 0.7698,
  "cts_sinks": 34,
  "finalClockPeriodUsage_pct": 49.40,
  "hp-start": "count[31]",
  "drcViolationCount": 0,
  "placed_cells": 227,
  "cp_num_cells": 4,
  "fin_setup_tns_ps": 0,
  "clock_skew_ps": 6.750,
  "pre_cts_ws_ps": 2174,
  "core_um2": 4384,
  "clock_path_buffers": 2,
  "drt_iter0_drc": 97,
  "grt_overflow": 0,
  "yosys.area_share.simple_pct": 28.96,
  "clk-insertion-delay-late_ps": 280,
  "finish.utilization_pct": 45.23,
  "finalSetupViolations": 0,
  "r2r_end": "count[22]",
  "clkTransAtPathRegs_ps": 70,
  "cts-root-buf": "clkbuf_8",
  "antennaDiodeCount": 0,
  "rsz0062_at_grt": "no",
  "logic_area_um2": 912.1,
  "async_flop_share_pct": 100.0,
  "powerDensity_nw_per_um2": 285.3,
  "slew_viol_final": 0,
  "maxCapViolCount": 0,
  "via_per_inst": 5.911,
  "logic_family": "simple AND/OR/NAND/NOR gates"
}
-- cells in the final DEF, fill, tap and decap left out, types with 4 or more instances in the layout --
cell type,n
nand3_1,10
or3_1,4
o21ai_0,4
clkbuf_8,6
a21oi_2,7
xor2_1,4
xnor2_1,15
nor2_1,7
o31ai_1,5
inv_1,5
dfrtp_1,34
a21oi_1,6
nor4_1,4
nand2_1,12
nand4_1,14
-- cell usage after synthesis (3+ instances only) --
| cell | n |
|---|---|
| o41ai_1 | 3 |
| a21oi_2 | 7 |
| nor2_1 | 7 |
| and4_1 | 3 |
| a21oi_1 | 6 |
| dfrtp_1 | 34 |
| nor2b_1 | 3 |
| o31ai_1 | 5 |
| inv_1 | 5 |
| nor4_1 | 4 |
| o21ai_0 | 4 |
| xor2_1 | 4 |
| xnor2_1 | 15 |
| nor3_1 | 3 |
| nand3_1 | 10 |
| nor2_2 | 3 |
| nand4_1 | 14 |
| or3_1 | 4 |
| nand2_1 | 12 |
-- where the power goes --
group          switching (mW)  internal [mW]
Combinational         0.00613        0.00139
Sequential                  0          0.320
Clock                   0.109          0.129
-- area by class of cell --
cell class                 count  area share [%]
clock inverter                 1          0.2524
timing repair buffer           5           2.271
clock buffer                   7           4.353
inverter                       5          0.9464
multi-input combinational    131           45.99
tap                           52           3.281
sequential                    34           42.90
-- layer usage --
layer,vias to the layer above,GRT usage (%),wire [um]
li1,670,-,-
met1,686,28.28,1753
met2,26,26.54,1630
met3,7,2.655,150
met4,0,2.889,59
met5,-,0,0
-- kinds of logic after synthesis --
family / Yosys count
xor gates and xnor gates: 19
and+or+nand+nor: 83
adders and majority gates: 2
buffers and inverters: 12
DFF: 34
AOI/OAI and AO/OA: 27
-- per-stage QoR --
step                hold slack [ps]  cell area [um2]
floorplan                     446.5             1832
global placement              466.6             1892
detailed placement            467.0             1892
CTS                           480.7             1983
global route                  499.9             1983
finish                        477.2             1983
-- how the worst max path moves through the flow --
stage | slack [ps] | startpoint | endpoint
final | 2180 | count[2] | count[22]
after global routing | 1980 | count[10] | count[14]
after CTS | 2180 | count[13] | count[1]
-- registers in the layout, indices dropped and copies added, names as in the netlist --
| name | flops |
|---|---|
| count | 32 |
| l_led | 1 |
| r_led | 1 |
Power and IR drop assume default switching activity.
