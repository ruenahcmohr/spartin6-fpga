==> design.v <==
module seg7Decoder( d, q);
  input      [3:0] d;
  output reg [6:0] q;
  always @* begin
   case( d )
			4'h0 : q <= ~7'b1000000;   
			4'h1 : q <= ~7'b1111001;   
			4'h2 : q <= ~7'b0100100;   
			4'h3 : q <= ~7'b0110000;   
			4'h4 : q <= ~7'b0011001;   
			4'h5 : q <= ~7'b0010010;   
			4'h6 : q <= ~7'b0000010;   
			4'h7 : q <= ~7'b1111000;   
			4'h8 : q <= ~7'b0000000;   
			4'h9 : q <= ~7'b0010000;   
			4'hA : q <= ~7'b0001000;   
			4'hB : q <= ~7'b0000011;   
			4'hC : q <= ~7'b1000110;   
			4'hD : q <= ~7'b0100001;   
			4'hE : q <= ~7'b0000110;   
			4'hF : q <= ~7'b0001110;   
		endcase
	end 	
endmodule
module blink( input clk, input bluebtn, output U8_41, output U8_43, 
  output U8_45, output U8_47, output U8_49, output U8_51, 
  output U8_53, output U8_55,output U8_57, output U8_59);
   reg[27:0] clkdown;
   reg myClk;	
   always @ (posedge clk) begin
     clkdown <= clkdown + 1'b1;	  
   end
	always @ (posedge myClk) begin
	end
   assign U8_41 = 0 ;   
   assign U8_43 = 0 ;   
	seg7Decoder U1 (clkdown[27:24], {U8_47, U8_49, U8_51, U8_53, U8_55, U8_57, U8_59});
   assign U8_45 = 0 ; 
endmodule
==> run.sh <==
#!/bin/bash
# OpenROAD 26Q1-2900-gdf79404cd8, Yosys 0.63+post, stock flow scripts
make -C /OpenROAD-flow-scripts/flow DESIGN_CONFIG=/design/flow/config.mk WORK_HOME=/design/flow/orfs finish
==> config.mk <==
export PLATFORM = sky130hd
export DESIGN_NAME = blink
export DESIGN_NICKNAME = blink
export VERILOG_FILES = /design/flow/design.v
export SDC_FILE = /design/flow/constraint.sdc
export NUM_CORES = 4
export LEC_CHECK = 1
export CORE_UTILIZATION = 30
==> constraint.sdc <==
current_design blink

set clk_period 4.4
set clk_io_pct 0.2

create_clock -name clk0 -period $clk_period [get_ports {clk}]

set non_clock_inputs [all_inputs -no_clocks]
set_input_delay [expr $clk_period * $clk_io_pct] -clock clk0 $non_clock_inputs
set_output_delay [expr $clk_period * $clk_io_pct] -clock clk0 [all_outputs]
==> flow_summary.ini <==
; flow metrics
[run_status]
outcome = complete, no violations

[sta]
fin_crit_sh_pct = 54.29
worst_pin_slew_ns = 0.6115
finalClockSkew_ns = 0.01052
fin_tns_setup_ns = 0
drv_slew = 0
rsz0062_at_grt = false
hold_viol_final = 0
fmax_mhz = 418.7
holdWs_ns = 0.4091
setup_viol = 0
maxSlewHeadroom_pct = 58.86
min_period_ns = 2.389

[run]
maxCapViolCount = 0
warnings = 30

[cts]
clk_latency_ns = 0.29
cts_tree = yes
htreeDepth = 2
cts_resized = 0
path_clk_slew_ns = 0.07
clock-sinks = 35
cts_root_buf = clkbuf_8
post_cts_buffers = 0
hold_buffers = 0
cts_buffers = 5
clockBufferDepth = 2

[worst_setup_path]
worst-setup-path-type = register to register
crit_path_max_fanout = 5
crit_path_end_kind = register
r2r_cells = 9
cp_slowest_stage_delay_ns = 0.37
slowest_stage = dfxtp_1
critPathRequiredTime_ns = 4.62
critPathMostFrequentCell = ha_1
arrival_ns = 2.61
crit_chain = ha_1 -> nand4_1 -> nor2_1 -> nand3_2 -> xnor2_2 -> inv_1 -> ha_1 -> mux2_1 -> mux2i_1
start_kind = register

[route]
drtIter0Drc = 33
drc = 0
wirelength_um = 2344
wire_per_inst_um = 10.19
ant_nets = 0
antennaDiodeCount = 0
vias_per_cell = 4.296
num_vias = 988
dr.pass1.iters = 4

[synthesis]
async_flop_share_pct = 0
flop_cell = dfxtp_1
synthCells = 149
syn_avg_cell_area_um2 = 10.56
synth.distinct_cells = 36
ys.flops = 35
ys_area_mm2 = 0.001574
ys_cells = 149
synthesis.area_mm2 = 0.001574
yosysWarningCount = 2
edf_count = 0
ys_seq_share_pct = 44.52

[layout]
drive_gt1_share_pct = 14.11
regArea_um2 = 700.7
layout_top_cell = dfxtp_1
layout_top_cells = dfxtp_1, xnor2_1, nand2_1
num-fill-cells = 494
combGateArea_um2 = 804.5
areaGrowthSynthToFinish_pct = 13.75
post-route-util_pct = 36.69

[global_routing]
grt_pass1_vias = 899
grt_max_degree = 12
track_usage_pct = 9.177
grt_pass1_wl_um = 3884
grt_antenna_before_repair = 0
grt_overflow = 0

[worst_hold_path]
min_delay_path_depth = 1
hold_class = register to register

[floorplan]
die_w_um = 74.44
die_y_um = 74.44
fp-row-count = 25
dieArea_mm2 = 0.005541
io_pins = 12
fp_util_pct = 32.26
core_mm2 = 0.004880

[place]
dp_hpwl_um = 1641
io_buffers = 7
gp_congestion = 0.7698

[power]
p_per_area_mw_per_mm2 = 298.9
leakage_nw = 0.6482
finalPower_mw = 0.5352
peakVddDrop_v = 0.0001592
-- final cells by class --
class / instances / share of cell area, %
tap: 67 / 4.682
inverter: 10 / 2.376
multi-input combinational: 102 / 44.93
sequential: 35 / 39.13
clock buffer: 7 / 4.263
timing repair buffer: 8 / 4.333
clock inverter: 1 / 0.2795
-- flip-flops by register name, indices dropped and copies added, names as in the netlist --
name and flops:
clkdown 28, U1.q 7
-- through the flow --
stage / cells / instance area [um2] / worst slack [ns]
finish: 230 / 1790 / 2.011
global route: 230 / 1790 / 1.825
CTS: 230 / 1790 / 1.989
detailed placement: 222 / 1709 / 2.010
global placement: 222 / 1709 / 1.986
floorplan: 151 / 1582 / 2.315
-- synth_stat cells (2+ instances only) --
| library cell | n | area, um2 |
|---|---|---|
| a31oi_1 | 2 | 12.51 |
| and3_1 | 4 | 25.02 |
| and4_4 | 2 | 22.52 |
| buf_4 | 3 | 22.52 |
| dfxtp_1 | 35 | 700.7 |
| ha_1 | 7 | 87.58 |
| inv_1 | 7 | 26.28 |
| inv_2 | 2 | 7.510 |
| mux2i_1 | 5 | 50.05 |
| nand2_1 | 10 | 37.54 |
| nand3_1 | 7 | 35.03 |
| nand3_2 | 2 | 20.02 |
| nand4_1 | 6 | 37.54 |
| nor2_1 | 6 | 22.52 |
| nor3_1 | 6 | 30.03 |
| xnor2_1 | 17 | 148.9 |
| xor2_1 | 9 | 78.83 |
-- critical path: cells and delay by family, from the launching register on --
| kind | cells | cell delay, ns |
|---|---|---|
| adder cells (fa/ha/maj) | 2 | 0.45 |
| AND/OR/NAND/NOR | 3 | 0.69 |
| flip-flops | 1 | 0.37 |
| buffers and inverters | 1 | 0.15 |
| XOR/XNOR | 1 | 0.27 |
| multiplexers | 2 | 0.40 |
-- metal layers --
metal  global-route usage [%]  vias up  part of all wire (%)
met1                    14.30      441                    53
met4                    2.725        0                   3.4
met2                    13.01       15                    40
met3                    1.923        7                   3.3
li1                         -      525                     -
met5                        0        -                     0
-- final timing paths --
check	startpoint	end	slack, ns
max	clkdown[0]$_DFF_P_	U1.q[3]$_DFF_P_	2.01
min	clkdown[0]$_DFF_P_	clkdown[0]$_DFF_P_	0.41
max reg2reg	clkdown[0]$_DFF_P_	U1.q[3]$_DFF_P_	2.01
min reg2reg	clkdown[0]$_DFF_P_	clkdown[0]$_DFF_P_	0.41
-- power breakdown --
part | internal (mW) | switching [mW]
registers | 0.317 | 0
logic | 0 | 0.0000394
clock network | 0.111 | 0.108
total | 0.428 | 0.108
-- kinds of logic after synthesis --
logic type / Yosys count / share of synthesized area [%]
AOI/OAI and AO/OA: 7 / 3.418
and+or+nand+nor: 50 / 19.24
adders and majority gates: 7 / 5.564
xor gates and xnor gates: 29 / 18.28
muxes: 6 / 3.895
other: 1 / 0.2382
buffers and inverters: 14 / 4.849
DFF: 35 / 44.51
Power and IR drop assume default switching activity.
